[flow/run.sh]
#!/bin/bash
# OpenROAD 26Q1-2900-gdf79404cd8, Yosys 0.63+post, stock flow scripts
make -C /OpenROAD-flow-scripts/flow DESIGN_CONFIG=/design/flow/config.mk WORK_HOME=/design/flow/orfs finish
[flow/config.mk]
export PLATFORM = sky130hd
export DESIGN_NAME = risc6_core
export DESIGN_NICKNAME = risc6_core
export VERILOG_FILES = /design/flow/design.v
export SDC_FILE = /design/flow/constraint.sdc
export NUM_CORES = 4
export LEC_CHECK = 1
export CORE_UTILIZATION = 40
[flow/constraint.sdc]
current_design risc6_core

set clk_period 17.4
set clk_io_pct 0.2

create_clock -name clk0 -period $clk_period [get_ports {clk}]

set non_clock_inputs [all_inputs -no_clocks]
set_input_delay [expr $clk_period * $clk_io_pct] -clock clk0 $non_clock_inputs
set_output_delay [expr $clk_period * $clk_io_pct] -clock clk0 [all_outputs]
[flow/design.v]
module risc6_core (
    input clk,             
    input rst,             
    input [31:0] instr,   
    output reg [31:0] pc,    
    output reg [31:0] R0, R1, R2, R3, R4, R5, R6, R7,  
    output reg halt       
);
    reg [31:0] memory [0:255];
    parameter LDI = 6'b000000;    
    parameter ADD = 6'b000001;    
    parameter SUB = 6'b000010;    
    parameter AND = 6'b000011;    
    parameter OR  = 6'b000100;    
    parameter XOR = 6'b000101;    
    parameter JMP = 6'b000110;    
    parameter STR = 6'b000111;    
    parameter HLT = 6'b111111;    
    reg [31:0] regfile [0:7];
    initial begin
        pc = 0;
        halt = 0;
        regfile[0] = 0; regfile[1] = 0; regfile[2] = 0; regfile[3] = 0;
        regfile[4] = 0; regfile[5] = 0; regfile[6] = 0; regfile[7] = 0;
    end
    always @(posedge clk or posedge rst) begin
        if (rst) begin
            pc <= 0;     
            halt <= 0;   
            regfile[0] <= 0; regfile[1] <= 0; regfile[2] <= 0; regfile[3] <= 0;
            regfile[4] <= 0; regfile[5] <= 0; regfile[6] <= 0; regfile[7] <= 0;
        end
        else begin
            case (instr[31:26])   
                LDI: begin   
                    regfile[instr[25:24]] <= instr[23:0];   
                end
                ADD: begin   
                    regfile[instr[25:24]] <= regfile[instr[23:22]] + regfile[instr[21:20]];   
                end
                SUB: begin   
                    regfile[instr[25:24]] <= regfile[instr[23:22]] - regfile[instr[21:20]];   
                end
                AND: begin   
                    regfile[instr[25:24]] <= regfile[instr[23:22]] & regfile[instr[21:20]];   
                end
                OR: begin   
                    regfile[instr[25:24]] <= regfile[instr[23:22]] | regfile[instr[21:20]];   
                end
                XOR: begin   
                    regfile[instr[25:24]] <= regfile[instr[23:22]] ^ regfile[instr[21:20]];   
                end
                STR: begin   
                    memory[regfile[instr[23:22]]] <= regfile[instr[25:24]];   
                end
                JMP: begin   
                    pc <= instr[23:0];   
                end
                HLT: begin   
                    halt <= 1;   
                end
                default: begin
                    halt <= 1;   
                end
            endcase
            if (instr[31:26] != JMP)
                pc <= pc + 1;
        end
    end
    always @(posedge clk or posedge rst) begin
        if (rst) begin
            R0 <= 0; R1 <= 0; R2 <= 0; R3 <= 0;
            R4 <= 0; R5 <= 0; R6 <= 0; R7 <= 0;
        end else begin
            R0 <= regfile[0];
            R1 <= regfile[1];
            R2 <= regfile[2];
            R3 <= regfile[3];
            R4 <= regfile[4];
            R5 <= regfile[5];
            R6 <= regfile[6];
            R7 <= regfile[7];
        end
    end
endmodule
==> flow_metrics.py <==
# Metrics from the implementation run
metrics = {
    "final_timing": {
        "finalSetupViolCount": 0,
        "rsz0062_at_grt": "no",
        "tns_ps": 0,
        "tightest_slew_ps": 786.3,
        "slew_viol_final": 0,
        "relSlewSlack_pct": 47.39,
        "max_freq_ghz": 0.1098,
        "period_needed_ps": 9109,
        "hold_viol": 0,
        "fin_ws_ps": 8291,
        "fin_hold_ws_ps": 418.8,
        "fin_worst_skew_ps": 12.36,
        "fin_crit_sh_pct": 52.35,
    },
    "placement": {
        "dp_slack_ps": 7740,
        "portBuffers": 194,
        "hpwl_um": 31090,
        "dpl.cell_count": 2285,
        "dpl-instance-area_sq_mm": 0.01857,
        "gp_congestion": 0.9157,
    },
    "critical_path": {
        "critPathKind": "input pin to flip-flop",
        "arrival_ps": 9490,
        "cp_data_required_time_ps": 17780,
        "cp-start-kind": "input pin",
        "startpoint": "instr[21]",
        "crit_fanout": 19,
        "regToRegStartpoint": "regfile[3][0]$_DFFE_PP0P_",
        "end_kind": "flip-flop",
        "rr_worst_depth": 17,
    },
    "cts": {
        "h-tree-depth": 2,
        "clockBufferDepth": 3,
        "post_cts_buffers": 0,
        "cts.sinks": 289,
        "cts_tree": "built",
        "cts_resized": 0,
        "clk_pin_slew_ps": 60,
        "numCtsBuffers": 34,
        "cts_hold_buffers": 0,
        "cts-root-buf": "clkbuf_16",
        "insertion_delay_ps": 520,
    },
    "finish": {
        "finalInstanceArea_sq_mm": 0.01978,
        "drive_above_1_share_pct": 9.917,
        "fin_cells": 2347,
        "area_growth_pct": 17.94,
        "fillCellCount": 3682,
        "post-route-util_pct": 48.11,
    },
    "floorplan": {
        "fp_util_pct": 40.79,
        "fp.dieW_um": 206.8,
        "rows": 74,
        "num_io_pins": 323,
        "die_area_sq_mm": 0.04275,
        "coreArea_sq_mm": 0.04111,
        "fp.dieH_um": 206.8,
    },
    "logic_synthesis": {
        "postSynthAreaPerCell_sq_um": 10.34,
        "async_flop_share_pct": 100.0,
        "synth_warnings": 3,
        "ys_area_sq_mm": 0.01677,
        "ys.flops": 289,
        "edf_count": 0,
        "postSynthSeqShare_pct": 43.12,
        "synthCells": 1622,
        "synthFlopType": "dfrtp_1",
        "netlist_area_sq_mm": 0.01677,
        "ys_cells": 1622,
        "ys_types": 64,
    },
    "worst_hold_path": {
        "hold_depth": 0,
        "hold_start": "regfile[0][6]$_DFFE_PP0P_",
        "hold_path.class": "flip-flop to flip-flop",
    },
    "global_route": {
        "grt_pass1_vias": 11880,
        "grt-busiest-layer": "met1",
        "grt_start_max_net_pins": 76,
        "antenna_found_initial": 0,
        "grt_util_met3_pct": 5.948,
        "grt_pass1_wl_um": 69150,
        "grt.overflow.total": 0,
        "use_met2_pct": 32.21,
        "met1_usage_pct": 34.54,
        "grt_use_total_pct": 21.99,
    },
    "drt": {
        "drc_errors": 0,
        "vias_per_cell": 5.224,
        "route.detailed.wl_per_inst_um": 18.93,
        "dr_total_vias": 12260,
        "antenna_cells": 0,
        "routed_wl_um": 44440,
        "ant_nets": 0,
        "dr.pass1.iters": 24,
        "drt_iter0_markers": 731,
    },
    "status": {
        "status": "complete, no violations",
    },
    "pwr": {
        "p_leak_nw": 8.958,
        "total_power_mw": 2.412,
        "ir_worst_vdd_uv": 45.00,
        "p_per_area_mw_per_mm2": 121.9,
    },
    "job": {
        "maxCapViolations": 0,
        "warning_count": 62,
    },
}
[cell usage after synthesis, types with 10 or more instances]
library cell	number	share of area (%)
nand4_1	14	0.52
a22oi_1	17	0.76
nor3_1	35	1.0
o21ai_0	157	4.7
dfrtp_1	289	43
buf_4	129	5.8
inv_1	77	1.7
nor2_1	92	2.1
a21o_1	16	0.72
mux2_2	23	1.5
a221oi_1	12	0.63
clkbuf_8	14	1.1
a31oi_1	10	0.37
nand2_1	185	4.1
and3_1	12	0.45
xor2_1	25	1.3
mux2i_1	21	1.3
ha_1	100	7.5
clkbuf_1	60	1.3
nand3_1	22	0.66
a21oi_1	86	2.6
mux4_2	55	7.4
xnor2_1	56	2.9
[layer usage]
layer	part of all wire (%)	vias to the layer above
li1	-	5771
met2	45	441
met5	0	-
met4	2.0	0
met1	45	5998
met3	8.4	50
[layout make-up]
| class | count | area, sq um | share of cell area (%) |
|---|---|---|---|
| Timing Repair Buffer | 218 | 2097 | 10.60 |
| Inverter | 77 | 296.5 | 1.499 |
| Clock buffer | 47 | 1013 | 5.124 |
| Clock inverter | 15 | 198.9 | 1.006 |
| Multi-Input combinational cell | 1169 | 8274 | 41.84 |
| Sequential cell | 289 | 7232 | 36.57 |
| Tap cell | 532 | 665.6 | 3.366 |
[sequential cells by signal, summed over array words and instances, names as in the netlist]
signal,flops
R0,32
R1,32
R2,32
R3,32
halt,1
pc,32
regfile,128
[power breakdown]
part	switching, mW	internal (mW)
sequential	0.107	0.803
combinational	0.361	0.383
clock	0.287	0.471
total	0.755	1.66
[critical path, stage by stage]
cell,delay (ps)
buf_2,540
buf_4,460
mux4_2,620
nor4_1,660
nand3_1,490
nor2_1,300
nand3_1,170
o31ai_1,270
xnor2_1,180
ha_1,330
a21oi_1,240
nor2b_1,70
a41oi_1,160
o21ai_0,140
a221oi_1,450
o21ai_0,170
xor2_1,170
a222oi_1,390
o21ai_0,170
[cells by family (layout without fill, tap and decap cells)]
kind of cell	after synthesis	in the layout	synth area share, %
buffers and inverters	291	357	10.52
XOR/XNOR	81	81	4.230
flip-flops	289	289	43.12
multiplexers	108	108	11.59
AND-OR/OR-AND	349	349	12.24
other	1	128	0.02236
AND/OR/NAND/NOR	402	402	10.68
adder cells (fa/ha/maj)	101	101	7.580
[worst paths after layout]
kind                                                   end  slack, ps
worst max register to register  regfile[0][26]$_DFFE_PP0P_      11900
worst min-delay path                       R0[6]$_DFF_PP0_        420
worst max-delay path            regfile[0][26]$_DFFE_PP0P_       8290
min in group asynchronous                  R1[1]$_DFF_PP0_       3410
max in group asynchronous                 R3[23]$_DFF_PP0_      12110
worst min register to register             R0[6]$_DFF_PP0_        420
[placed cells by master (no fill, tap or decap), drive strengths merged, types with 17 or more instances in the layout]
cell             n
clkdlybuf4s50  189
nor3            35
nor2            92
xnor2           56
o21ai          159
mux4            64
inv             80
conb           128
mux2i           21
ha             100
buf             29
a21oi           86
nand3           22
xor2            25
mux2            23
nand2          185
a22oi           17
dfrtp          289
clkbuf          47
Power figures rest on the tool's default switching activity, not on a simulated workload.
